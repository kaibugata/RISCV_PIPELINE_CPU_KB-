$ cat flow/config.mk
export PLATFORM = sky130hd
export DESIGN_NAME = XM_pipeline
export DESIGN_NICKNAME = XM_pipeline
export VERILOG_FILES = /design/flow/design.v
export SDC_FILE = /design/flow/constraint.sdc
export NUM_CORES = 4
export LEC_CHECK = 1
export CORE_UTILIZATION = 30
$ cat flow/constraint.sdc
current_design XM_pipeline

set clk_period 22.9
set clk_io_pct 0.2

create_clock -name clk0 -period $clk_period [get_ports {clk_i}]

set non_clock_inputs [all_inputs -no_clocks]
set_input_delay [expr $clk_period * $clk_io_pct] -clock clk0 $non_clock_inputs
set_output_delay [expr $clk_period * $clk_io_pct] -clock clk0 [all_outputs]
$ cat flow/design.v
package config_pkg;
endpackage
module XM_pipeline #(
    parameter int DataWidth = 8, 
    parameter bit CaptureDataEvenIfInputInvalid = 0,
    parameter bit ClearDataOnReset = 0
) (
    input  logic clk_i,
    input  logic reset_i,
    input logic pipeline_flush, 
    input logic zero_i,
    input logic [63:0] BranchPC_i,
    input logic [63:0] result_i,
    input logic [63:0] MuxRes_i, 
    input logic [4:0] rd_i, 
    input logic RegWrite_i, MemWrite_i, MemRead_i, MemToReg_i, 
    input logic [2:0] funct3_i,
    input logic [$clog2(6)-1:0] I_Type_i,
    input logic ltz_i,
    output logic zero_o,
    output logic ltz_o,
    output logic [63:0] BranchPC_o,
    output logic [63:0] result_o,
    output logic [63:0] MuxRes_o,
    output logic [4:0] rd_o, 
    output logic RegWrite_o, MemWrite_o, MemRead_o, MemToReg_o,
    output logic [2:0] funct3_o,
    output logic [$clog2(6)-1:0] I_Type_o,
    input  logic                 valid_i, 
    output logic                 ready_o, 
    output logic                 valid_o, 
    input  logic                 ready_i 
);
typedef enum logic {EMPTY,FULL} state_t;
state_t state_d,state_q;
logic zero_d, zero_q;
logic [63:0] BranchPC_d, BranchPC_q;
logic [63:0] result_d, result_q;
logic [63:0] MuxRes_d, MuxRes_q;  
logic [4:0] rd_d, rd_q;
logic RegWrite_d, RegWrite_q;
logic MemWrite_d, MemWrite_q;
logic MemRead_d, MemRead_q;
logic MemToReg_d, MemToReg_q;
logic [$clog2(6)-1:0] I_Type_d, I_Type_q;
logic [2:0] funct3_d, funct3_q;
logic ltz_d, ltz_q;
always_comb begin
    ready_o = 1;
    valid_o = 0;
    state_d = state_q;
    zero_d = zero_q;
    BranchPC_d = BranchPC_q;
    result_d = result_q;
    MuxRes_d = MuxRes_q;
    rd_d = rd_q;
    RegWrite_d = RegWrite_q;
    MemWrite_d = MemWrite_q;
    MemRead_d = MemRead_q;
    MemToReg_d = MemToReg_q;
    funct3_d = funct3_q;
    I_Type_d = I_Type_q;
    ltz_d = ltz_q;
    case (state_q)
        EMPTY: begin
            if(CaptureDataEvenIfInputInvalid) begin
                if(valid_i & ready_o)begin
                    zero_d = zero_i;
                    BranchPC_d = BranchPC_i;
                    result_d = result_i;
                    MuxRes_d = MuxRes_i;
                    rd_d = rd_i;
                    RegWrite_d = RegWrite_i;
                    MemWrite_d = MemWrite_i;
                    MemRead_d = MemRead_i;
                    MemToReg_d = MemToReg_i;
                    funct3_d = funct3_i;
                    I_Type_d = I_Type_i;
                    ltz_d = ltz_i;
                    state_d = FULL;
                end
            end else begin
                if(ready_o) begin
                    zero_d = zero_i;
                    BranchPC_d = BranchPC_i;
                    result_d = result_i;
                    MuxRes_d = MuxRes_i;
                    rd_d = rd_i;
                    RegWrite_d = RegWrite_i;
                    MemWrite_d = MemWrite_i;
                    MemRead_d = MemRead_i;
                    MemToReg_d = MemToReg_i;
                    funct3_d = funct3_i;
                    I_Type_d = I_Type_i;
                    ltz_d = ltz_i;
                    if(valid_i) begin
                        state_d = FULL;
                    end
                end
            end
        end
        FULL: begin
            valid_o = 1;
            ready_o = 0;
            if(ready_i) begin
                ready_o = 1;
                state_d = EMPTY;
                if(valid_i) begin
                    zero_d = zero_i;
                    BranchPC_d = BranchPC_i;
                    result_d = result_i;
                    MuxRes_d = MuxRes_i;
                    rd_d = rd_i;
                    RegWrite_d = RegWrite_i;
                    MemWrite_d = MemWrite_i;
                    MemRead_d = MemRead_i;
                    MemToReg_d = MemToReg_i;
                    funct3_d = funct3_i;
                    I_Type_d = I_Type_i;
                    ltz_d = ltz_i;
                    state_d = FULL;
                end
            end
        end
    endcase
end
always_ff @(posedge clk_i) begin
    if(reset_i) begin
        if(ClearDataOnReset) begin
            zero_q <= 0;
            BranchPC_q <= '0;
            result_q <= '0;
            MuxRes_q <= '0;
            rd_q <= '0;
            RegWrite_q <= 0;
            MemWrite_q <= 0;
            MemRead_q <= 0;
            MemToReg_q <= 0;
            funct3_q <= '0;
            I_Type_q <= '0;
            ltz_q <= '0;
        end
        state_q <= EMPTY;
    end else if(pipeline_flush) begin
        zero_q <= '0;
        BranchPC_q <= '0;
        result_q <= '0;
        MuxRes_q <= '0;
        rd_q <= '0;
        ltz_q <= '0;
        RegWrite_q <= 0;
        MemWrite_q <= 0;
        MemRead_q <= 0;
        MemToReg_q <= 0;
        funct3_q <= '0;
        I_Type_q <= '0;
    end else begin
        state_q <= state_d;
        zero_q <= zero_d;
        BranchPC_q <= BranchPC_d;
        result_q <= result_d;
        MuxRes_q <= MuxRes_d;
        rd_q <= rd_d;
        RegWrite_q <= RegWrite_d;
        MemWrite_q <= MemWrite_d;
        MemRead_q <= MemRead_d;
        MemToReg_q <= MemToReg_d;
        funct3_q <= funct3_d;
        I_Type_q <= I_Type_d;
        ltz_q <= ltz_d;
    end
end
assign zero_o = zero_q;
assign BranchPC_o = BranchPC_q;
assign result_o = result_q;
assign MuxRes_o = MuxRes_q;
assign rd_o = rd_q;
assign RegWrite_o = RegWrite_q;
assign MemWrite_o = MemWrite_q;
assign MemRead_o = MemRead_q;
assign MemToReg_o = MemToReg_q;
assign funct3_o = funct3_q;
assign I_Type_o = I_Type_q;
assign ltz_o = ltz_q;
endmodule
$ cat flow/run.sh
#!/bin/bash
# OpenROAD 26Q1-2900-gdf79404cd8, Yosys 0.63+post, stock flow scripts
make -C /OpenROAD-flow-scripts/flow DESIGN_CONFIG=/design/flow/config.mk WORK_HOME=/design/flow/orfs finish
==> flow_metrics.py <==
# Metrics from the implementation run
metrics = {
    "critical_path": {
        "worst_path_dominant_cell_family": "buffers and inverters",
        "crit_arrival_ns": 5.69,
        "timing_worst_setup_path_type": "input port to output port",
        "slowest_stage": "sky130_fd_sc_hd__clkdlybuf4s50_1",
        "crit_path_max_incr_delay_ns": 0.52,
        "critical_path.startpoint_type": "input port",
        "worstPathCellList": "clkdlybuf4s50_1, nand2b_1, clkdlybuf4s50_1",
        "type_of_destination_of_the_critical_path": "output port",
        "path_buffers": 2,
        "critical-path-top-cell-by-count": "sky130_fd_sc_hd__clkdlybuf4s50_1",
        "worst-endpoint-required_ns": 18.32,
        "biggest_fanout_along_the_worst_timing_path": 3,
    },
    "synthesis": {
        "synth.yosys.seq_area_share": 0.8114,
        "ys.flops": 210,
        "ys_warn_count": 1,
        "synthDistinctLibCells": 11,
        "netlist_area_mm2": 0.007760,
        "post_synth_inst_count": 450,
        "yosys.stat.chipArea_mm2": 0.007760,
        "synth_area_per_cell_um2": 17.24,
        "ys_cells": 450,
    },
    "grt": {
        "global_route_wire_length_before_repair_mm": 29.19,
        "gr-total-overflow": 0,
        "antenna_violations_before_repair": 1,
        "maximum_number_of_pins_on_one_net_before_global_route_repair": 78,
        "gr-usage-all-layers": 0.1567,
        "first_global_vias": 4819,
    },
    "clock_network": {
        "clock_pin_slew_on_the_worst_setup_and_hold_paths_ns": 0.06,
        "clock_sink_count": 210,
        "cts_root_buffer": "sky130_fd_sc_hd__clkbuf_16",
        "post_cts_resized": 0,
        "hold_buffers": 0,
        "post-cts-setup-buffer-count": 0,
        "htreeDepth": 1,
        "numCtsBuffers": 24,
        "max_buffers_root_to_sink": 3,
        "worst_skew_pair.late_latency_ns": 0.50,
        "cts_tree": "done",
    },
    "final_timing": {
        "fin_worst_skew_ns": 0.006730,
        "rsz0062_at_grt": "no",
        "final-hold-violation-count": 0,
        "finalCriticalPeriod_ns": 10.27,
        "fin_crit_sh": 0.4486,
        "post-route-worst-setup-slack_ns": 12.63,
        "maxClockFrequency_mhz": 97.34,
        "timing_max_transition_violations_final": 0,
        "worstMarginPinSlew_ns": 0.8307,
        "final-setup-viol-count": 0,
        "maxSlewHeadroom": 0.4462,
        "final.setup.tns_ns": 0,
    },
    "power": {
        "power.share.switching": 0.1959,
        "cell_internal_pwr_w": 0.0007409,
        "seqPwrFrac": 0.498,
        "power.switching_w": 0.0001805,
        "leakage_nw": 4.624,
        "power.density_cell_area_mw_per_mm2": 70.33,
        "clock_power_share": 0.385,
        "vdd_ir_drop_max_uv": 61.43,
        "power.combinational.fraction": 0.117,
    },
    "min_path": {
        "holdCritPathClass": "register to register",
    },
    "cells_and_area": {
        "combinational_cell_area_excluding_buffers_and_inverters_mm2": 0.001359,
        "final_design_area_no_fill_mm2": 0.01310,
        "seq_area_mm2": 0.006296,
        "n_fill_cell": 2105,
        "final_layout_size_suffix_gt1_frac": 0.04333,
        "area_growth_syn_to_layout_pct": 68.82,
    },
    "job": {
        "number_of_max_capacitance_violations_reported": 0,
        "warning_count": 25,
    },
    "drt": {
        "first_pass_iters": 4,
        "drc": 0,
        "drt_wl_total_mm": 20.13,
        "antenna_left": 0,
        "dr_total_vias": 5018,
        "initialDrtViolationCount": 238,
        "routed_via_density": 4.076,
        "avgRoutedWirePerCell_um": 16.35,
    },
    "placed_design": {
        "dp_slack_ns": 12.65,
        "detailed_place_hpwl_mm": 14.28,
        "finalWeightedCongestion": 0.8228,
        "port_buffers": 424,
        "dpl_cell_area_mm2": 0.01237,
    },
    "floorplan": {
        "core.rowCount": 58,
        "die-width_um": 162.8,
        "die_h_um": 162.8,
        "i_o_pin_cnt": 425,
        "placeableCoreArea_mm2": 0.02525,
        "floorplan.die_area_mm2": 0.02651,
        "fp_util": 0.3073,
    },
    "outcome": {
        "status": "finished clean",
    },
}
==> routing by layer <==
metal	track usage	part of all wire	routed length [um]	vias up
li1	-	-	-	2439
met1	0.2014	0.35	7048	2282
met2	0.2507	0.49	9939	260
met3	0.06805	0.12	2496	37
met4	0.04248	0.032	649	0
met5	0	0	0	-
==> sequential cells by signal, summed over array words and instances, names as in the netlist <==
register / flops
RegWrite_q: 1
zero_q: 1
MuxRes_q: 64
state_q: 1
ltz_q: 1
funct3_q: 3
MemWrite_q: 1
result_q: 64
BranchPC_q: 64
MemToReg_q: 1
I_Type_q: 3
MemRead_q: 1
rd_q: 5
==> path summary, 6_finish.rpt <==
check                           cells past startpoint  slack (ns)             end     from
worst max-delay path                                3       12.63         ready_o  ready_i
worst min register to register                      1        0.65         state_q  state_q
worst min-delay path                                1        0.65         state_q  state_q
worst max register to register                      3       20.60  BranchPC_q[25]  state_q
==> cells in the final DEF (no fill, tap or decap), types with 2 or more instances in the layout <==
cell type / count
sky130_fd_sc_hd__clkdlybuf4s50_1: 423
sky130_fd_sc_hd__edfxtp_1: 209
sky130_fd_sc_hd__nor2b_1: 209
sky130_fd_sc_hd__clkbuf_16: 25
sky130_fd_sc_hd__clkbuf_1: 6
sky130_fd_sc_hd__clkinv_1: 6
sky130_fd_sc_hd__buf_4: 6
sky130_fd_sc_hd__clkinv_2: 3
sky130_fd_sc_hd__inv_1: 2
sky130_fd_sc_hd__nand2b_1: 2
==> synth_stat cells <==
library cell                 n  area [um2]
sky130_fd_sc_hd__nand2_1     1       3.750
sky130_fd_sc_hd__nand2b_1    2       12.51
sky130_fd_sc_hd__dfxtp_1     1       20.02
sky130_fd_sc_hd__buf_2      21       105.1
sky130_fd_sc_hd__a32o_1      1       10.01
sky130_fd_sc_hd__edfxtp_1  209        6276
sky130_fd_sc_hd__clkbuf_1    2       7.510
sky130_fd_sc_hd__nor2_1      1       3.750
sky130_fd_sc_hd__a31oi_1     1       6.260
sky130_fd_sc_hd__nor2b_1   209        1308
sky130_fd_sc_hd__inv_1       2       7.510
==> cell type report <==
type | count | area share
Tap cell | 330 | 0.03152
Clock buffer | 31 | 0.04947
Antenna cell | 1 | 0.0001910
Clock inverter | 12 | 0.006399
Multi-Input combinational cell | 215 | 0.1037
Timing Repair Buffer | 430 | 0.3275
Sequential cell | 210 | 0.4806
Inverter | 2 | 0.0005731
==> power by group through the flow <==
stage / Combinational (W) / Clock, W / Sequential [W]
6_report: 0.000108 / 0.000355 / 0.000459
4_1_cts: 0.000110 / 0.000371 / 0.000459
5_1_grt: 0.000117 / 0.000385 / 0.000461
==> through the flow <==
stage          power (W)    util  hold WS [ns]  std cells
6_report       0.0009214  0.5187        0.6468       1231
5_1_grt        0.0009624  0.5186        0.6591       1230
4_1_cts        0.0009397  0.5186        0.6478       1230
3_5_place_dp   0.0005761  0.4896        0.6374       1187
3_3_place_gp   0.0005757  0.4896        0.6333       1187
2_1_floorplan  0.0004944       -        0.4922        450
==> logic make-up after synthesis <==
group,Yosys count,synth area share
AND/OR/NAND/NOR,213,0.1711
AND-OR/OR-AND,2,0.002097
buffers and inverters,25,0.01548
flip-flops,210,0.8114
No activity file was given, so power comes from the tool's default toggle rates.
