**./run.sh**
```bash
#!/bin/bash
# OpenROAD 26Q1-2900-gdf79404cd8, Yosys 0.63+post, stock flow scripts
make -C /OpenROAD-flow-scripts/flow DESIGN_CONFIG=/design/flow/config.mk WORK_HOME=/design/flow/orfs finish
```
**./config.mk**
```make
export PLATFORM = sky130hd
export DESIGN_NAME = DX_pipeline
export DESIGN_NICKNAME = DX_pipeline
export VERILOG_FILES = /design/flow/design.v
export SDC_FILE = /design/flow/constraint.sdc
export NUM_CORES = 4
export LEC_CHECK = 1
export CORE_AREA = 10 10 231 231
export DIE_AREA = 0 0 241 241
```
**./constraint.sdc**
```tcl
current_design DX_pipeline

set clk_period 19.4
set clk_io_pct 0.2

create_clock -name clk0 -period $clk_period [get_ports {clk_i}]

set non_clock_inputs [all_inputs -no_clocks]
set_input_delay [expr $clk_period * $clk_io_pct] -clock clk0 $non_clock_inputs
set_output_delay [expr $clk_period * $clk_io_pct] -clock clk0 [all_outputs]
```
**./design.v**
```verilog
package config_pkg;
endpackage
module DX_pipeline #(
    parameter int DataWidth = 8, 
    parameter bit CaptureDataEvenIfInputInvalid = 0,
    parameter bit ClearDataOnReset = 0
) (
    input  logic clk_i,
    input  logic reset_i,
    input logic pipeline_flush, 
    input  logic [31:0] readData1_i, readData2_i,
    input logic [63:0] immediate_i,
    input logic [63:0] PC_i,
    input logic [4:0] rd_i,rs1_i,rs2_i, 
    input logic RegWrite_i, MemWrite_i, MemRead_i, ALUSrc_i, MemToReg_i,
    input logic [2:0] ALUOp_i,
    input logic [2:0] funct3_i,
    input logic [$clog2(6)-1:0] I_Type_i,
    output logic [63:0] immediate_o,
    output logic [63:0] PC_o,
    output logic [31:0] readData1_o, readData2_o,
    output logic [4:0] rd_o,rs1_o,rs2_o, 
    output logic RegWrite_o, MemWrite_o, MemRead_o, ALUSrc_o, MemToReg_o,
    output logic [2:0] ALUOp_o,
    output logic [2:0] funct3_o,
    output logic [$clog2(6)-1:0] I_Type_o,
    input  logic                 valid_i, 
    output logic                 ready_o, 
    output logic                 valid_o, 
    input  logic                 ready_i 
);
typedef enum logic {EMPTY,FULL} state_t;
state_t state_d,state_q;
logic [63:0] PC_d, PC_q;
logic [31:0] readData1_d, readData1_q;
logic [31:0] readData2_d, readData2_q;
logic [63:0] immediate_d, immediate_q;
logic [4:0] rd_d, rd_q, rs1_d, rs1_q, rs2_d, rs2_q;
logic RegWrite_d, RegWrite_q;
logic MemWrite_d, MemWrite_q;
logic MemRead_d, MemRead_q;
logic MemToReg_d, MemToReg_q;
logic ALUSrc_d, ALUSrc_q;
logic [2:0] ALUOp_d, ALUOp_q;
logic [$clog2(6)-1:0] I_Type_d, I_Type_q;
logic [2:0] funct3_d, funct3_q;
always_comb begin
    ready_o = 1;
    valid_o = 0;
    state_d = state_q;
    PC_d = PC_q;
    readData1_d = readData1_q;
    readData2_d = readData2_q;
    immediate_d = immediate_q;
    rd_d = rd_q;
    rs1_d = rs1_q;
    rs2_d = rs2_q;
    RegWrite_d = RegWrite_q;
    MemWrite_d = MemWrite_q;
    MemRead_d = MemRead_q;
    MemToReg_d = MemToReg_q;
    ALUSrc_d = ALUSrc_q;
    ALUOp_d = ALUOp_q;
    funct3_d = funct3_q;
    I_Type_d = I_Type_q;
    case (state_q)
        EMPTY: begin
            if(CaptureDataEvenIfInputInvalid) begin
                if(valid_i & ready_o)begin
                    PC_d = PC_i;
                    readData1_d = readData1_i;
                    readData2_d = readData2_i;
                    immediate_d = immediate_i;
                    rd_d = rd_i;
                    rs1_d = rs1_i;
                    rs2_d = rs2_i;
                    RegWrite_d = RegWrite_i;
                    MemWrite_d = MemWrite_i;
                    MemRead_d = MemRead_i;
                    MemToReg_d = MemToReg_i;
                    ALUSrc_d = ALUSrc_i;
                    ALUOp_d = ALUOp_i;
                    funct3_d = funct3_i;
                    I_Type_d = I_Type_i;
                    state_d = FULL;
                end
            end else begin
                if(ready_o) begin
                    PC_d = PC_i;
                    readData1_d = readData1_i;
                    readData2_d = readData2_i;
                    immediate_d = immediate_i;
                    rd_d = rd_i;
                    rs1_d = rs1_i;
                    rs2_d = rs2_i;
                    RegWrite_d = RegWrite_i;
                    MemWrite_d = MemWrite_i;
                    MemRead_d = MemRead_i;
                    MemToReg_d = MemToReg_i;
                    ALUSrc_d = ALUSrc_i;
                    ALUOp_d = ALUOp_i;
                    funct3_d = funct3_i;
                    I_Type_d = I_Type_i;
                    if(valid_i) begin
                        state_d = FULL;
                    end
                end
            end
        end
        FULL: begin
            valid_o = 1;
            ready_o = 0;
            if(ready_i) begin
                ready_o = 1;
                state_d = EMPTY;
                if(valid_i) begin
                    PC_d = PC_i;
                    readData1_d = readData1_i;
                    readData2_d = readData2_i;
                    immediate_d = immediate_i;
                    rd_d = rd_i;
                    rs1_d = rs1_i;
                    rs2_d = rs2_i;
                    RegWrite_d = RegWrite_i;
                    MemWrite_d = MemWrite_i;
                    MemRead_d = MemRead_i;
                    MemToReg_d = MemToReg_i;
                    ALUSrc_d = ALUSrc_i;
                    ALUOp_d = ALUOp_i;
                    funct3_d = funct3_i;
                    I_Type_d = I_Type_i;
                    state_d = FULL;
                end
            end
        end
    endcase
end
always_ff @(posedge clk_i) begin
    if(reset_i) begin
        if(ClearDataOnReset) begin
            PC_q <= '0;
            readData1_q <= '0;
            readData2_q <= '0;
            immediate_q <= '0;
            rd_q <= '0;
            rs1_q <= '0;
            rs2_q <= '0;
            RegWrite_q <= 0;
            MemWrite_q <= 0;
            MemRead_q <= 0;
            MemToReg_q <= 0;
            ALUSrc_q <= 0;
            ALUOp_q <= '0;
            funct3_q <= '0;
            I_Type_q <= '0;
        end
        state_q <= EMPTY;
    end else if(pipeline_flush) begin
        readData1_q <= '0;
        readData2_q <= '0;
        immediate_q <= '0;
        rd_q <= '0;
        rs1_q <= '0;
        rs2_q <= '0;
        RegWrite_q <= 0;
        MemWrite_q <= 0;
        MemRead_q <= 0;
        MemToReg_q <= 0;
        ALUSrc_q <= 0;
        ALUOp_q <= '0;
        funct3_q <= '0;
        I_Type_q <= '0;
        PC_q <= '0;
    end else begin
        state_q <= state_d;
        PC_q <= PC_d;
        readData1_q <= readData1_d;
        readData2_q <= readData2_d;
        immediate_q <= immediate_d;
        rd_q <= rd_d;
        rs1_q <= rs1_d;
        rs2_q <= rs2_d;
        RegWrite_q <= RegWrite_d;
        MemWrite_q <= MemWrite_d;
        MemRead_q <= MemRead_d;
        MemToReg_q <= MemToReg_d;
        ALUSrc_q <= ALUSrc_d;
        ALUOp_q <= ALUOp_d;
        funct3_q <= funct3_d;
        I_Type_q <= I_Type_d;
    end
end
assign PC_o = PC_q;
assign readData1_o = readData1_q;
assign readData2_o = readData2_q;
assign immediate_o = immediate_q;
assign rd_o = rd_q;
assign rs1_o = rs1_q;
assign rs2_o = rs2_q;
assign RegWrite_o = RegWrite_q;
assign MemWrite_o = MemWrite_q;
assign MemRead_o = MemRead_q;
assign MemToReg_o = MemToReg_q;
assign ALUSrc_o = ALUSrc_q;
assign ALUOp_o = ALUOp_q;
assign funct3_o = funct3_q;
assign I_Type_o = I_Type_q;
endmodule
```
==> impl_metrics.sql <==
-- physical implementation figures
INSERT INTO impl_metrics (metric_group, metric, value, unit) VALUES
('cts', 'clkLatencyLatePin', '540', 'ps'),
('synth', 'synth.ff_latch_count', '222', ''),
('drt', 'wirelength', '27400', 'um'),
('floorplan', 'floorplan.core_util', '17.1', '%'),
('drt', 'drt-vias-per-instance', '3.49', ''),
('synth', 'synth-warning-count', '1', ''),
('timing', 'max_freq', '113', 'MHz'),
('timing', 'period_minus_slack', '8830', 'ps'),
('cts', 'clock_tree.root_cell', 'sky130_fd_sc_hd__clkbuf_16', ''),
('grt', 'vias_in_the_first_global_route', '5745', ''),
('floorplan', 'die_w', '241', 'um'),
('finish', 'synthToLayoutAreaGrowth', '73.9', '%'),
('flow_run', 'tool_warnings', '25', ''),
('finish', 'instances_no_fill', '1571', ''),
('drt', 'drc', '0', ''),
('placement', 'place_inst', '1520', ''),
('synth', 'synth_cell_type_count', '13', ''),
('setup_path', 'required', '15520', 'ps'),
('synth', 'async_flop_share', '0', '%'),
('drt', 'drt.antenna.violating_nets', '0', ''),
('timing', 'timing.final.crit_share', '45.5', '%'),
('grt', 'globalRoute.totalOverflow', '0', ''),
('placement', 'routabilityCongestion', '0.778', ''),
('finish', 'final_design_area_no_fill', '14300', 'um2'),
('drt', 'vias', '5475', ''),
('flow_run', 'drv_cap', '0', ''),
('drt', 'detailedRoute.firstIterationViolations', '187', ''),
('setup_path', 'endpoint_kind', 'output port', ''),
('grt', 'global_route.usage.total', '9.06', '%'),
('status', 'outcome', 'completed', ''),
('timing', 'rsz0062_at_grt', 'false', ''),
('grt', 'grt_first_pass_wirelength', '38200', 'um'),
('setup_path', 'worstPathMaxFanout', '3', ''),
('synth', 'synth.largest_area_cell', 'sky130_fd_sc_hd__edfxtp_1', ''),
('worst_hold_path', 'min_delay_path_class', 'flip-flop to flip-flop', ''),
('setup_path', 'launching_element_type_of_the_critical_path', 'primary input', ''),
('power_and_ir_drop', 'power-per-cell-area', '84.2', 'nW/um2'),
('drt', 'drt-pass1-iter-count', '4', ''),
('cts', 'sinks_on_clock_net', '222', ''),
('cts', 'cts_repair_resize_count', '0', ''),
('synth', 'yosysCellCount', '476', ''),
('cts', 'cts_buffers', '27', ''),
('timing', 'drv_slew', '0', ''),
('placement', 'post_dp_hpwl', '20900', 'um'),
('cts', 'htree_levels', '1', ''),
('grt', 'antenna_violations_before_repair', '9', ''),
('synth', 'enable_flop_cells', '221', ''),
('cts', 'clock_path_buffers', '3', ''),
('timing', 'finalSetupViolCount', '0', ''),
('timing', 'worst_clock_skew', '7.86', 'ps'),
('placement', 'placed_cell_area', '13400', 'um2'),
('timing', 'totalNegativeSetupSlack', '0', 'ps'),
('floorplan', 'coreArea', '48000', 'um2'),
('synth', 'chip_area_estimate_from_yosys_synthesis', '8210', 'um2'),
('setup_path', 'r2r_setup_slack', '16530', 'ps'),
('timing', 'worst_pin_slew', '844', 'ps'),
('cts', 'clk_transition_reported_paths', '60', 'ps'),
('floorplan', 'io_pins', '449', ''),
('setup_path', 'critPathKind', 'primary input to output port', ''),
('synth', 'yosysSeqAreaShare', '81.1', '%'),
('power_and_ir_drop', 'power.ir.vdd_worst', '0.0622', 'mV'),
('finish', 'layout-drive-gt1-share', '4.83', '%'),
('timing', 'hold-worst-slack', '630', 'ps'),
('synth', 'post_synth.cell_area_avg', '17.2', 'um2'),
('synth', 'synthFlopType', 'sky130_fd_sc_hd__edfxtp_1', ''),
('synth', 'synth.cell_area', '8210', 'um2'),
('timing', 'slew-limit-headroom', '43.7', '%'),
('synth', 'post_synth_inst_count', '476', ''),
('synth', 'synth.cells.most_frequent', 'sky130_fd_sc_hd__edfxtp_1, sky130_fd_sc_hd__nor2b_1, sky130_fd_sc_hd__buf_2, sky130_fd_sc_hd__clkbuf_1', ''),
('synth', 'top_cells_by_area', 'sky130_fd_sc_hd__edfxtp_1, sky130_fd_sc_hd__nor2b_1, sky130_fd_sc_hd__buf_2', ''),
('cts', 'cts_tree', 'done', '');
==> kinds of logic (layout without fill, tap and decap cells) <==
group	after synthesis	count (layout)	synth area share, %
buffers and inverters	27	504	1.59
AND-OR/OR-AND	2	2	0.198
flip-flops	222	222	81.1
other	0	3	0
AND/OR/NAND/NOR	225	225	17.1
==> layer usage <==
metal / global-route usage (%) / vias up / wire length (um)
met1: 9.93 / 2563 / 9280
met4: 1.73 / 12 / 599
met2: 14.4 / 281 / 12900
met3: 6.24 / 44 / 4540
li1: - / 2575 / -
met5: 0 / - / 87
==> layout make-up <==
| class | count | area, um2 |
|---|---|---|
| Clock buffer | 39 | 761 |
| Antenna cell | 3 | 7.51 |
| Fill cell | 4792 | 33800 |
| Clock inverter | 9 | 104 |
| Sequential cell | 222 | 6660 |
| Timing Repair Buffer | 454 | 4530 |
| Tap cell | 615 | 769 |
| Inverter | 2 | 7.51 |
| Multi-Input combinational cell | 227 | 1440 |
==> cell usage in the layout, fill, tap and decap left out <==
cell type / count
sky130_fd_sc_hd__inv_1: 2
sky130_fd_sc_hd__edfxtp_1: 221
sky130_fd_sc_hd__clkbuf_8: 4
sky130_fd_sc_hd__clkdlybuf4s50_1: 447
sky130_fd_sc_hd__a31oi_4: 1
sky130_fd_sc_hd__buf_4: 6
sky130_fd_sc_hd__nand2_1: 1
sky130_fd_sc_hd__clkinv_2: 1
sky130_fd_sc_hd__and2b_1: 1
sky130_fd_sc_hd__nand2b_1: 2
sky130_fd_sc_hd__dfxtp_1: 1
sky130_fd_sc_hd__clkinvlp_4: 3
sky130_fd_sc_hd__diode_2: 3
sky130_fd_sc_hd__nor2_1: 1
sky130_fd_sc_hd__clkbuf_1: 8
sky130_fd_sc_hd__clkbuf_16: 27
sky130_fd_sc_hd__bufinv_16: 2
sky130_fd_sc_hd__nor2b_1: 220
sky130_fd_sc_hd__a32o_1: 1
sky130_fd_sc_hd__clkinv_1: 2
sky130_fd_sc_hd__buf_6: 1
sky130_fd_sc_hd__inv_6: 1
==> per-stage QoR <==
step	setup slack (ps)	total power, uW
finish	10570	1200
detailed placement	10560	726
global route	10530	1260
floorplan	2240	618
CTS	10560	1230
global placement	10530	725
==> where the power goes <==
| part | switching (uW) | internal, uW |
|---|---|---|
| clock network | 192 | 297 |
| logic | 41.1 | 98.2 |
| registers | 7.73 | 565 |
| total | 241 | 960 |
==> path summary, 6_finish.rpt <==
kind / start / end / cells past startpoint
max: ready_i / ready_o / 3
min: state_q$_SDFFE_PP0N_ / state_q$_SDFFE_PP0N_ / 1
max reg2reg: state_q$_SDFFE_PP0N_ / ALUOp_q[1]$_SDFFCE_PP0P_ / 3
min reg2reg: state_q$_SDFFE_PP0N_ / state_q$_SDFFE_PP0N_ / 1
==> state kept, by name, summed over array words and instances (netlist names) <==
name,flops
PC_q,64
immediate_q,64
readData1_q,32
readData2_q,32
rd_q,5
rs1_q,5
rs2_q,5
ALUOp_q,3
I_Type_q,3
funct3_q,3
ALUSrc_q,1
MemRead_q,1
MemToReg_q,1
MemWrite_q,1
RegWrite_q,1
state_q,1
==> critical path: stages <==
cell	delay, ps
sky130_fd_sc_hd__clkdlybuf4s50_1	500
sky130_fd_sc_hd__nand2b_1	110
sky130_fd_sc_hd__clkdlybuf4s50_1	460
Power figures rest on the tool's default switching activity, not on a simulated workload.
