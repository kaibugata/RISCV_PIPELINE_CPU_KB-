--- flow/run.sh ---
#!/bin/bash
# OpenROAD 26Q1-2900-gdf79404cd8, Yosys 0.63+post, stock flow scripts
make -C /OpenROAD-flow-scripts/flow DESIGN_CONFIG=/design/flow/config.mk WORK_HOME=/design/flow/orfs finish
--- flow/config.mk ---
export PLATFORM = sky130hd
export DESIGN_NAME = MW_pipeline
export DESIGN_NICKNAME = MW_pipeline
export VERILOG_FILES = /design/flow/design.v
export SDC_FILE = /design/flow/constraint.sdc
export NUM_CORES = 4
export LEC_CHECK = 1
export CORE_UTILIZATION = 40
--- flow/constraint.sdc ---
current_design MW_pipeline

set clk_period 9.0
set clk_io_pct 0.2

create_clock -name clk0 -period $clk_period [get_ports {clk_i}]

set non_clock_inputs [all_inputs -no_clocks]
set_input_delay [expr $clk_period * $clk_io_pct] -clock clk0 $non_clock_inputs
set_output_delay [expr $clk_period * $clk_io_pct] -clock clk0 [all_outputs]
--- flow/design.v ---
package config_pkg;
endpackage
module MW_pipeline #(
    parameter int DataWidth = 8, 
    parameter bit CaptureDataEvenIfInputInvalid = 0,
    parameter bit ClearDataOnReset = 0
) (
    input  logic clk_i,
    input  logic reset_i,
    input logic pipeline_flush, 
    input [31:0] mem_data_i,
    input [4:0] rd_i, 
    input [31:0] mem_address_i,
    input RegWrite_i, MemToReg_i,
    output [31:0] mem_data_o,
    output [31:0] mem_address_o,
    output [4:0] rd_o, 
    output RegWrite_o, MemToReg_o,
    input  logic                 valid_i, 
    output logic                 ready_o, 
    output logic                 valid_o, 
    input  logic                 ready_i 
);
typedef enum logic {EMPTY,FULL} state_t;
state_t state_d,state_q;
logic [31:0] mem_data_d, mem_data_q;
logic [4:0]  rd_d, rd_q;
logic [31:0] mem_address_d, mem_address_q;
logic        RegWrite_d, RegWrite_q;
logic        MemToReg_d, MemToReg_q;
always_comb begin
    ready_o = 1;
    valid_o = 0;
    state_d = state_q;
    mem_data_d = mem_data_q;
    rd_d = rd_q;
    mem_address_d = mem_address_q;
    RegWrite_d = RegWrite_q;
    MemToReg_d = MemToReg_q;
    case (state_q)
        EMPTY: begin
            if(CaptureDataEvenIfInputInvalid) begin
                if(valid_i & ready_o)begin
                    mem_data_d = mem_data_i;
                    rd_d = rd_i;
                    mem_address_d = mem_address_i;
                    RegWrite_d = RegWrite_i;
                    MemToReg_d = MemToReg_i;
                    state_d = FULL;
                end
            end else begin
                if(ready_o) begin
                    mem_data_d = mem_data_i;
                    rd_d = rd_i;
                    mem_address_d = mem_address_i;
                    RegWrite_d = RegWrite_i;
                    MemToReg_d = MemToReg_i;
                    if(valid_i) begin
                        state_d = FULL;
                    end
                end
            end
        end
        FULL: begin
            valid_o = 1;
            ready_o = 0;
            if(ready_i) begin
                ready_o = 1;
                state_d = EMPTY;
                if(valid_i) begin
                    mem_data_d = mem_data_i;
                    rd_d = rd_i;
                    mem_address_d = mem_address_i;
                    RegWrite_d = RegWrite_i;
                    MemToReg_d = MemToReg_i;
                    state_d = FULL;
                end
            end
        end
    endcase
end
always_ff @(posedge clk_i) begin
    if (reset_i) begin
        if (ClearDataOnReset) begin
            mem_data_q <= '0;
            rd_q <= '0;
            mem_address_q <= '0;
            RegWrite_q <= 0;
            MemToReg_q <= 0;
        end
    state_q <= EMPTY;
end else begin
    state_q <= state_d;
    mem_data_q <= mem_data_d;
    rd_q <= rd_d;
    mem_address_q <= mem_address_d;
    RegWrite_q <= RegWrite_d;
    MemToReg_q <= MemToReg_d;
end
end
assign mem_data_o = mem_data_q;
assign rd_o = rd_q;
assign mem_address_o = mem_address_q;
assign RegWrite_o = RegWrite_q;
assign MemToReg_o = MemToReg_q;
endmodule
==> Slide: Implementation Results <==
Synthesis and Place & Route Summary

Logic synthesis
  • Synthesized area: 2190 um^2
  • XOR-XNOR Cells, Area Fraction: 0%
  • Top_reg_cell synth: edfxtp_1
  • Post-synth seq share: 98.4%
  • Yosys stat area: 2190 um^2
  • Yosys cell count: 77
  • Avg Inst Size Synth: 28.4 um^2
  • Top logic family: simple AND/OR/NAND/NOR gates
  • Adder Area Share: 0%
  • EDFF count, synth: 71
  • Top cells by area: edfxtp_1, dfxtp_1, nand2b_4
  • Simple Share, Synth: 0.801%
  • Yosys cell types: 7
  • Biggest area consumer among synthesized cells: edfxtp_1
  • Post-synth top area share: 97.5%
  • Async S/R FF share, synth: 0%
  • Most common cell in the synthesized netlist: edfxtp_1
  • Ys flops: 72
  • Complex Gates by Area: 0.629%
  • Post-Syn Instances: 77
  • Number of synthesis warnings: 1
  • Post-synthesis mux area share: 0%

STA
  • Fin. Hold Viols: 0
  • Final Max Tran Viols: 0
  • Total negative slack: 0 ns
  • Period minus WS final: 4.68 ns
  • Max-slew headroom: 67.3%
  • Fmax: 0.214 GHz
  • Final hold slack: 0.549 ns
  • Unrepaired setup endpoints after global routing: false
  • Clk_skew: 0.00551 ns
  • Final setup fails: 0
  • Final Worst Setup Slack: 4.32 ns
  • Cycle use final: 52.0%
  • Worst-margin pin slew: 0.490 ns

Drt
  • Initial DRC Count: 53
  • Wirelength per Cell: 15.9 um
  • Detailed-router iteration count before antenna repair: 2
  • Ant. Diodes: 0
  • Detailed Route WL: 4.96 mm
  • Via count: 1370
  • Final ANT Viol Nets: 0
  • Vias per std cell: 4.39
  • DRC Markers: 0

Place
  • Dpl ws: 4.32 ns
  • Dpl cell area: 3770 um^2
  • Cells after DPL: 296
  • DP HPWL: 3.47 mm
  • RD Place Congestion: 0.748
  • Port Buffers: 147

Power and ir drop
  • Total power: 0.702 mW
  • Clock power share: 32.7%
  • Psw: 0.121 mW
  • Int Power: 0.581 mW
  • Gate power share: 10.7%
  • Leakage dissipation: 1.39 nW
  • Pwr Density: 177 nW/um^2
  • Seq pwr share: 56.6%
  • Sw frac: 17.2%
  • Peak supply drop: 125 uV

Hold path
  • WHS Endpoint: state_q$_SDFF_PP0_
  • Hold path depth: 2
  • Critical hold path startpoint: state_q$_SDFF_PP0_
  • HP Class: reg2reg

Clock tree
  • # hold bufs at CTS: 0
  • CTS root buf: clkbuf_8
  • Clock sink count: 72
  • Clk latency late pin: 0.32 ns
  • Max clock buf depth: 2
  • Clock Pin Slew Worst Setup and Hold Paths: 0.06 ns
  • Cts bufs inserted: 9
  • Post-CTS Setup Inserts: 0
  • Cts repair resizes: 0
  • H-tree levels: 3
  • CTS tree: done

Worst setup path
  • R2r setup slk: 7.67 ns
  • CP startpoint kind: input port
  • Critical path endpoint category: output pin
  • CP Max Fanout: 2
  • WP data required: 7.20 ns
  • RR Endpoint: rd_q[1]$_DFFE_PP_
  • CP max-delay cell: clkdlybuf4s50_1
  • Worst path max stage delay: 0.49 ns
  • Worst-path cell chain: clkdlybuf4s50_1 -> nand2b_4 -> clkdlybuf4s50_1
  • Reg2Reg Depth: 2
  • WS Path Type: in2out
  • Reg-to-reg startpoint: state_q$_SDFF_PP0_
  • CP dominant cell by count: clkdlybuf4s50_1
  • CP Data Arrival Time: 2.88 ns

Die
  • Core footprint: 5170 um^2
  • Ports: 149
  • Std cell rows: 26
  • Die Wd: 75.9 um
  • Die y size: 75.9 um
  • Initial Util: 42.3%
  • Chip area: 5770 um^2

Global route
  • Largest net degree at the start of global routing: 41
  • Grt ovf: 0
  • Antenna violations before repair: 0
  • First-pass GRT wire length: 7.54 mm
  • All-Layer GR Usage: 19.4%
  • Vias in the first global route: 1477

Layout
  • P&R area growth vs syn: 81.2%
  • Non-Filler Instances: 312
  • Fin util: 76.6%
  • Design area: 3960 um^2
  • Number of fill cells in the layout: 293
  • Share of cells above drive strength 1: 7.44%

Outcome
  • Status: finished, final reports clean

Flow run
  • Max cap viols: 0
  • Count of tool warnings: 27
cell type report:
type	instances	area (um^2)	area share, %
inverters	1	3.75	0.0947
repair buffers	149	1490	37.5
multi-input cells	4	42.5	1.07
flip-flops and latches	72	2150	54.3
clock buffers	16	190	4.80
well taps	70	87.6	2.21
state kept, by name, summed over array words and instances, names as in the netlist:
signal and cells:
state_q 1, mem_data_q 32, mem_address_q 32, MemToReg_q 1, rd_q 5, RegWrite_q 1
cells in the final DEF, fill, tap and decap left out:
| cell type | synthesis | routed |
|---|---|---|
| inv_1 | 1 | 1 |
| edfxtp_1 | 71 | 71 |
| clkbuf_1 | 0 | 3 |
| nand2b_4 | 1 | 1 |
| a21oi_4 | 0 | 1 |
| clkbuf_8 | 0 | 13 |
| dfxtp_1 | 1 | 1 |
| buf_4 | 0 | 2 |
| clkdlybuf4s50_1 | 0 | 147 |
| nand2_1 | 1 | 1 |
| a21oi_2 | 1 | 1 |
power by group through the flow:
stage,combinational [mW],clock [mW],sequential [mW]
finish,0.0749,0.230,0.397
global route,0.0799,0.253,0.399
CTS,0.0761,0.237,0.398
cells by family after synthesis:
family,count (synthesis)
and+or+nand+nor,2
buffers and inverters,1
DFF,72
AOI/OAI and AO/OA,2
worst max-delay path by stage:
stage                 slack [ns]  startpoint  endpoint  cells past startpoint
after CTS                   4.31     ready_i   ready_o                      3
final                       4.32     ready_i   ready_o                      3
after global routing        4.29     ready_i   ready_o                      3
layer usage:
| metal | wire (um) | global-route usage (%) | vias up | part of all wire (%) |
|---|---|---|---|---|
| li1 | - | - | 629 | - |
| met1 | 1770 | 29.4 | 632 | 36 |
| met2 | 2400 | 28.6 | 99 | 48 |
| met5 | 0 | 0 | - | 0 |
| met4 | 97 | 4.42 | 0 | 2.0 |
| met3 | 694 | 9.91 | 10 | 14 |
critical path: cells and delay by family:
kind | cells | cell delay [ns]
AND/OR/NAND/NOR | 1 | 0.14
buffers and inverters | 2 | 0.95
No activity file was given, so power comes from the tool's default toggle rates.
